## flow/config.mk

```make
export PLATFORM = sky130hd
export DESIGN_NAME = ALU
export DESIGN_NICKNAME = ALU
export VERILOG_FILES = /design/flow/design.v
export SDC_FILE = /design/flow/constraint.sdc
export NUM_CORES = 4
export LEC_CHECK = 1
export CORE_AREA = 10 10 111 111
export DIE_AREA = 0 0 121 121
```

## flow/constraint.sdc

```tcl
current_design ALU

set clk_period 21.5
set clk_io_pct 0.2

create_clock -name clk0 -period $clk_period

set non_clock_inputs [all_inputs -no_clocks]
set_input_delay [expr $clk_period * $clk_io_pct] -clock clk0 $non_clock_inputs
set_output_delay [expr $clk_period * $clk_io_pct] -clock clk0 [all_outputs]
```

## flow/design.v

```verilog
module ALU
(
    A,
    B,
    Cin,
    Sum,
    Sub,
    Cin_en,
    NZVC
);
    input  [16-1:0] A;       
    input  [16-1:0] B;       
    input           Cin;
    input           Cin_en;
    input           Sub;     
    output [16-1:0] Sum;     
    output [ 4-1:0] NZVC;    
    wire   [  16:0] result; 
    wire            Ci;
    assign Sum = result[15:0];
    assign NZVC[3]   = result[15];                          
    assign NZVC[2]   = ~(|result[15:0]);                                                                
    assign NZVC[1]   = (~A[15] & ~B[15] &  result[15]) | (A[15] & B[15] &  ~result[15]);
    assign NZVC[0]   = result[16]; 
    assign Ci = (Cin_en) ? Cin : 1'b0;
    assign result = (Sub) ? ((Cin_en) ? ({1'b0, A} + {1'b0, ~B} + 1'b1 + {16{~Ci}}) 
                                      : ({1'b0, A} + {1'b0, ~B} + 1'b1))
                          : ((Cin_en) ? ({1'b0, A} + {1'b0,  B} + {{15{1'b0}}, Ci}) 
                                      : ({1'b0, A} + {1'b0,  B}));
endmodule
```

## flow/run.sh

```bash
#!/bin/bash
# OpenROAD 26Q1-2900-gdf79404cd8, Yosys 0.63+post, stock flow scripts
make -C /OpenROAD-flow-scripts/flow DESIGN_CONFIG=/design/flow/config.mk WORK_HOME=/design/flow/orfs finish
```

==> Slide: Implementation Results <==
Flow Results at a Glance

Place
  • IO Port Bufs: 55
  • Detailed Place HPWL: 6.91 mm
  • Routability cong.: 0.909

Worst hold path
  • Worst-case hold path end point: Sum[0]
  • Hold Crit Class: input port to primary output
  • Hold depth: 4
  • Hold Path Origin: B[0]

Cells and area
  • Top Layout Cells: clkdlybuf4s50_1 (55), ha_1 (51), inv_1 (45)
  • Flip-flop and latch area: 0 um^2
  • Flops: 0
  • P&R area growth vs syn: 20.3%
  • Clk_buf instances: 0
  • Highest-count logic cell in the final layout: clkdlybuf4s50_1
  • Layout cells sized above 1: 6.29%

Clock network
  • Hold_buf cts: 0
  • Setup bufs post-CTS: 0
  • Post-CTS sizing: 0

Run
  • Maxcap violations: 0
  • Tool warnings: 49

Global route
  • First-pass GRT wire length: 13.5 mm
  • Maximum number of pins on one net before global-route repair: 19
  • M3 GR Usage: 0.378%
  • GRT overflow: 0
  • Vias in the first global route: 2810
  • Layer with the highest usage: met2
  • Global Route Usage Sum: 10.7%
  • Initial antenna violation count: 0
  • Met1 track utilization from global routing: 15.9%
  • Met2 usage: 17.8%

Floorplanning
  • Chip width: 121 um
  • CORE AREA: 0.00986 mm^2
  • Die area: 0.0146 mm^2
  • Die height: 121 um
  • Fp_density: 31.6%
  • Num rows: 36
  • I/O pin cnt: 55

Setup path
  • Cell Chain, Critical Path: clkdlybuf4s50_1 -> inv_1 -> ha_1 -> nor2b_1 -> o31ai_1 -> a21oi_1 -> nor3_1 -> nor2_1 -> ha_1 -> and2_1 -> a221oi_1 -> nand2_1 -> xor2_1 -> mux2_2 -> mux2i_1 -> o2111ai_1 -> a2111oi_0 -> nand4b_1 -> nor4_2 -> clkdlybuf4s50_1
  • CP max FO: 4
  • CP peak stage delay: 0.51 ns
  • Startpoint Class: input port
  • CP Capture Type: primary output
  • Arr. time, crit path: 9.17 ns
  • Setup Crit Path Kind: input port to primary output
  • Crit path required time: 17.20 ns
  • Slowest CP cell: clkdlybuf4s50_1

Drt
  • DR DRC count: 0
  • Antenna diodes: 0
  • Drt total wl: 7.89 mm
  • Vias: 2995
  • Remaining antenna violation count: 0
  • Initial DRT Pass Iterations: 4
  • 1st-iter DRT viols: 193
  • Routed WL per cell: 13.3 um
  • Drt via density: 5.04

STA
  • Setup TNS: 0 ns
  • Tmin final: 13.47 ns
  • Max Freq: 0.0742 GHz
  • Final hold violations: 0
  • Final Cycle Share: 62.6%
  • Slew Limit Fails: 0
  • Worst hold slack: 9.74 ns
  • Slew margin rel.: 60.3%
  • RSZ-0062 raised after global routing: no
  • Final setup violation count: 0
  • Worst slew pin tran: 0.594 ns

Synth
  • Gate count after technology mapping: 419
  • Yosys stat area: 0.00312 mm^2
  • Avg Cell Area, Syn: 7.44 um^2
  • Cell variety after synth: 74
  • Yosys warning count: 0
  • Register share after synthesis: 0%
  • Synth Cell Area: 0.00312 mm^2
  • Cells in synth_stat.txt: 419

Power and ir drop
  • Leak Pwr: 1.60 nW
  • Peak VDD IR: 0.0116 mV
  • Pwr/cell area: 43.5 mW/mm^2

Outcome
  • Status: complete, no violations
## worst max path at each step
stage	end	cells after the start	slack, ns	startpoint
global route	NZVC[2]	20	7.53	B[1]
CTS	NZVC[2]	20	7.98	B[1]
finish	NZVC[2]	20	8.03	B[1]
## logic make-up (layout without fill, tap and decap cells)
family                   Yosys count  count (layout)  synth area share [%]
AND-OR/OR-AND                    133             133                  29.8
AND/OR/NAND/NOR                  107             107                  19.1
buffers and inverters             63             105                  8.96
adder cells (fa/ha/maj)           54              54                  22.4
XOR/XNOR                          46              46                  13.4
multiplexers                      16              16                  6.39
## Yosys cell counts (all sizes together) (4+ instances only)
master,number,share of area [%]
a211o,4,1.1
a211oi,8,1.9
a21o,10,2.4
a21oi,35,5.9
a221oi,5,1.8
a31oi,4,0.80
buf,11,2.7
clkbuf,4,0.48
ha,51,20
inv,48,5.8
mux2,5,1.9
mux2i,10,3.7
nand2,26,3.1
nand3,10,1.8
nand4,5,1.0
nor2,25,3.1
nor2b,4,0.80
nor3,11,2.5
o211ai,4,0.96
o21a,4,0.96
o21ai,25,4.0
o21bai,6,1.4
o31ai,6,1.6
xnor2,28,7.9
xor2,17,4.8
## stage by stage
step                      std cells  worst slack [ns]  utilization, %  power [mW]  area [um^2]
final                           594              8.03            38.0       0.163         3750
after global routing            594              7.53            38.0       0.183         3750
after CTS                       594              7.98            38.0       0.164         3750
after detailed placement        594              8.00            38.0       0.162         3750
after global placement          594              8.08            38.0       0.162         3750
after floorplan                 419              9.56               -       0.115         3120
## report_power, final
group          total (mW)  switching (mW)  internal, mW
Sequential              0               0             0
Clock                   0               0             0
Combinational       0.163          0.0832        0.0798
Total               0.163          0.0832        0.0798
## worst max-delay path, delay by kind of cell
kind            cells  cell delay [ns]
compound gates      5             1.46
simple gates        7             1.10
buf+inv             3             1.08
fa+ha+maj           2             0.66
mux                 2             0.42
xor+xnor            1             0.16
## cell type report
| class | instances | area (um^2) |
|---|---|---|
| Fill cell | 990 | 6120 |
| Multi-Input combinational cell | 356 | 2840 |
| Timing Repair Buffer | 57 | 566 |
| Inverter | 48 | 180 |
| Tap cell | 133 | 166 |
## layer usage
| layer | part of all wire [%] | wire length [um] | vias to the layer above |
|---|---|---|---|
| li1 | - | - | 1621 |
| met1 | 52 | 4090 | 1339 |
| met2 | 46 | 3650 | 35 |
| met3 | 1.8 | 142 | 0 |
| met4 | 0 | 0 | 0 |
| met5 | 0 | 0 | - |
Power figures rest on the tool's default switching activity, not on a simulated workload.
